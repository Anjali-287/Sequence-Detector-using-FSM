==> flow/design.v <==
`timescale 1ns / 1ps
module sequence_detector(
	input in, clk, reset,
	output reg mealy_out, moore_out
);
	parameter MEALY_IDLE=2'b00,
	MEALY_A=2'b01,
	MEALY_B=2'b10,
	MEALY_C=2'b11;
	parameter MOORE_IDLE=3'b000,
	MOORE_A=3'b001,
	MOORE_B=3'b010,
	MOORE_C=3'b011,
	MOORE_D=3'b100;
	reg [1:0]mealy_ps,mealy_ns;
	reg [2:0]moore_ps,moore_ns;
	always @(posedge clk or negedge reset)
		if(!reset)
			begin
			mealy_ps <= MEALY_IDLE;
			moore_ps <= MOORE_IDLE;
			end
		else
			begin
			mealy_ps <= mealy_ns;
			moore_ps <= moore_ns;
			end	
	always @(mealy_ps,in)
		begin
		mealy_ns = mealy_ps;
		mealy_out = 1'b0;
		case (mealy_ps)
			MEALY_IDLE: if(in)
			  mealy_ns = MEALY_A;
			MEALY_A:    if(in)
			  mealy_ns = MEALY_B;
			  else
			  mealy_ns = MEALY_IDLE;
			MEALY_B:    if(~in)
			  mealy_ns = MEALY_C;
			MEALY_C:    if(in) 
			  begin
			  mealy_ns = MEALY_A;
			  mealy_out = 1'b1;
			  end
			  else
			  mealy_ns = MEALY_IDLE;
		endcase
		end
	always @(moore_ps,in)
		begin
		moore_ns = moore_ps;
		case(moore_ps)
			MOORE_IDLE: if(in)
			  moore_ns = MOORE_A;
			MOORE_A: if(in)
			  moore_ns = MOORE_B;
			  else
			  moore_ns = MOORE_IDLE;
			MOORE_B: if(~in)
			  moore_ns = MOORE_C;
			MOORE_C: if(in)
			  moore_ns = MOORE_D;
			  else
			  moore_ns = MOORE_IDLE;
			MOORE_D: if(in)
			  moore_ns = MOORE_B;
			  else
		    moore_ns = MOORE_IDLE;
		endcase
		end
	always @(moore_ps)
		begin
		moore_out = 1'b0;
		case(moore_ps)
			MOORE_IDLE,MOORE_A,MOORE_B,MOORE_C:;
			MOORE_D: moore_out =1'b1;
		endcase
		end
endmodule
==> flow/run.sh <==
#!/bin/bash
# OpenROAD 26Q1-2900-gdf79404cd8, Yosys 0.63+post, stock flow scripts
make -C /OpenROAD-flow-scripts/flow DESIGN_CONFIG=/design/flow/config.mk WORK_HOME=/design/flow/orfs finish
==> flow/config.mk <==
export PLATFORM = sky130hd
export DESIGN_NAME = sequence_detector
export DESIGN_NICKNAME = sequence_detector
export VERILOG_FILES = /design/flow/design.v
export SDC_FILE = /design/flow/constraint.sdc
export NUM_CORES = 4
export LEC_CHECK = 1
export CORE_AREA = 10 10 70 70
export DIE_AREA = 0 0 80 80
export SYNTH_HDL_FRONTEND = slang
==> flow/constraint.sdc <==
current_design sequence_detector

set clk_period 1.2
set clk_io_pct 0.2

create_clock -name clk0 -period $clk_period [get_ports {clk}]

set non_clock_inputs [all_inputs -no_clocks]
set_input_delay [expr $clk_period * $clk_io_pct] -clock clk0 $non_clock_inputs
set_output_delay [expr $clk_period * $clk_io_pct] -clock clk0 [all_outputs]
==> insert_results.sql <==
-- load yosys + openroad results
INSERT INTO impl_metrics (metric_group, metric, value, unit) VALUES
('outcome', 'run_status', 'completed', ''),
('job', 'maxCapViolations', '0', ''),
('clocking', 'hold_buffers', '0', ''),
('route', 'first_iter_violations', '0', ''),
('global_route', 'global_route.usage.met2', '1.85', '%'),
('floorplanning', 'core.rowCount', '21', ''),
('global_route', 'grt_antenna_before_repair', '0', ''),
('global_route', 'top_usage_layer', 'met1', ''),
('yosys', 'ys_ff', '9', ''),
('setup_path', 'timing.setup.critical_path_class', 'flop to output port', ''),
('global_route', 'globalRouteOverflowTotal', '0', ''),
('setup_path', 'worst-endpoint-arrival', '0.87', 'ns'),
('setup_path', 'critPathTopFamily', 'flip-flops', ''),
('floorplanning', 'floorplan.initialDensity', '9.38', '%'),
('yosys', 'synthSimpleGateAreaFrac', '18.0', '%'),
('cells_and_area', 'area_growth_syn_to_layout', '39.8', '%'),
('power_and_ir_drop', 'overall_power_after_layout', '0.627', 'mW'),
('power_and_ir_drop', 'power_switching', '0.138', 'mW'),
('floorplanning', 'core_region_area', '3420', 'um2'),
('route', 'drcViolationCount', '0', ''),
('power_and_ir_drop', 'static-leakage-power', '0.200', 'nW'),
('power_and_ir_drop', 'clock_power_share', '36.9', '%'),
('setup_path', 'ff2ff_path_depth', '2', ''),
('yosys', 'yosys_warnings', '0', ''),
('place', 'place_hpwl', '438', 'um'),
('timing', 'setup-violations-final', '0', ''),
('floorplanning', 'io_pins', '5', ''),
('cells_and_area', 'final_cell_area', '448', 'um2'),
('clocking', 'worst_setup_hold_path_clk_slew', '0.06', 'ns'),
('timing', 'final.setup_skew', '0.00485', 'ns'),
('global_route', 'grt_max_degree', '10', ''),
('route', 'ant_nets', '0', ''),
('place', 'gp_congestion', '0.679', ''),
('yosys', 'compound_area_share', '7.42', '%'),
('power_and_ir_drop', 'vdd_drop_max', '614', 'uV'),
('yosys', 'yosysUniqueCellTypes', '11', ''),
('timing', 'timing.final.crit_period', '1.11', 'ns'),
('setup_path', 'critical_path.n_buffers_inverters', '1', ''),
('yosys', 'synth.cell_area', '320', 'um2'),
('timing', 'rsz_0062_raised_after_global_routing', 'no', ''),
('global_route', 'global_route_wire_length_before_repair', '938', 'um'),
('cells_and_area', 'final.fill_count', '389', ''),
('yosys', 'synth-seq-area-share', '71.1', '%'),
('timing', 'period_used_share', '92.7', '%'),
('setup_path', 'setup.worst_path.start_class', 'flop', ''),
('clocking', 'clock.latency.late_pin', '0.26', 'ns'),
('yosys', 'synth.comb.largest_family', 'simple AND/OR/NAND/NOR gates', ''),
('timing', 'slew_limit_headroom', '74.0', '%'),
('route', 'routed_wirelength', '576', 'um'),
('place', 'dp_worst_setup_slack', '-0.426', 'ns'),
('route', 'post_dr_vias_cell', '2.51', ''),
('yosys', 'synthCells', '22', ''),
('place', 'postPlaceCellArea', '422', 'um2'),
('yosys', 'yosys_cells', '22', ''),
('route', 'wl_per_cell', '7.38', 'um'),
('place', 'port_buffers', '4', ''),
('setup_path', 'critical-path-slowest-cell', 'dfrtp_1', ''),
('yosys', 'synth-adder-area-share', '0', '%'),
('route', 'n_antenna_cell', '0', ''),
('power_and_ir_drop', 'switching_share', '22.0', '%'),
('timing', 'final-hold-violation-count', '0', ''),
('global_route', 'groute.layer.met3.usage', '1.82', '%'),
('setup_path', 'reg2reg_from', 'moore_ps[1]$_DFF_PN0_', ''),
('setup_path', 'worst_ep_required_time', '0.96', 'ns'),
('setup_path', 'worstSetupEndpointType', 'output port', ''),
('cells_and_area', 'post_route_cells_drive_above_1_share', '34.4', '%'),
('clocking', 'clock_sink_count', '9', ''),
('route', 'detail_route.first_pass.iterations', '1', ''),
('yosys', 'synth_chip_area', '320', 'um2'),
('clocking', 'cts_buffers', '3', ''),
('job', 'number_of_warning_messages_in_the_logs', '25', '');
[sequential cells by signal (all words and copies together), names as in the netlist]
register	count
mealy_ps	4
moore_ps	5
[layout make-up]
type / count / area [um2] / area share, %
multi-input cells: 12 / 81.3 / 18.2
clock buffers: 4 / 26.3 / 5.87
flip-flops and latches: 9 / 228 / 50.8
well taps: 46 / 57.6 / 12.8
repair buffers: 7 / 55.1 / 12.3
[layout by cell type (no fill, tap or decap), types with 2 or more instances in the layout]
cell and instances:
dfstp_2 2, nor2_1 2, dfrtp_1 7, clkbuf_4 3, and2_1 2, buf_4 3
o21a_1 2, dlygate4sd2_1 2, nor2b_1 2
[what timing repair did]
item / in CTS / in global routing
endpoints found under the setup margin: 2 / 1
setup buffers: 1 / 0
resized: 4 / 1
pin swaps: 1 / 0
[power groups by stage]
| stage | combinational, mW | sequential [mW] | clock (mW) |
|---|---|---|---|
| final | 0.0517 | 0.344 | 0.232 |
| after CTS | 0.0532 | 0.345 | 0.241 |
| after global routing | 0.0593 | 0.347 | 0.258 |
[metal layers]
metal	wire length, um	vias up	part of all wire (%)
met5	0	-	0
met4	8	0	1.4
met3	61	2	11
met2	198	6	34
met1	308	94	53
li1	-	94	-
[stage by stage]
| stage | cells | util (%) | hold slack, ns |
|---|---|---|---|
| 2_1_floorplan | 22 | - | -0.0556 |
| 3_3_place_gp | 73 | 12.3 | 0.459 |
| 3_5_place_dp | 73 | 12.3 | 0.468 |
| 4_1_cts | 78 | 13.3 | 0.269 |
| 5_1_grt | 78 | 13.1 | 0.284 |
| 6_report | 78 | 13.1 | 0.266 |
[cell usage after synthesis]
| cell | n | share of area (%) |
|---|---|---|
| and2_1 | 2 | 3.9 |
| and2_2 | 1 | 2.3 |
| buf_6 | 1 | 3.5 |
| dfrtp_1 | 7 | 55 |
| dfstp_2 | 2 | 16 |
| nor2_1 | 2 | 2.3 |
| nor2b_1 | 2 | 3.9 |
| nor3_1 | 1 | 1.6 |
| nor4_2 | 1 | 3.9 |
| o21a_1 | 2 | 4.7 |
| o31a_1 | 1 | 2.7 |
[worst max-delay path by stage]
stage / startpoint / end / slack (ns) / depth (start not counted)
4_1_cts: mealy_ps[3]$_DFF_PN0_ / mealy_out / 0.005 / 2
6_report: moore_ps[1]$_DFF_PN0_ / moore_out / 0.09 / 1
5_1_grt: moore_ps[1]$_DFF_PN0_ / moore_out / 0.05 / 1
[logic make-up (layout without fill, tap and decap cells)]
logic type	count (synthesis)	in the layout
AND/OR/NAND/NOR	9	9
flip-flops	9	9
AND-OR/OR-AND	3	3
buffers and inverters	1	11
Power is estimated from default activity; no workload was simulated.
