`run.sh`:
```
#!/bin/bash
# OpenROAD 26Q1-2900-gdf79404cd8, Yosys 0.63+post, stock flow scripts
make -C /OpenROAD-flow-scripts/flow DESIGN_CONFIG=/design/flow/config.mk WORK_HOME=/design/flow/orfs finish
```
`config.mk`:
```
export PLATFORM = sky130hd
export DESIGN_NAME = onehot_encoding
export DESIGN_NICKNAME = onehot_encoding
export VERILOG_FILES = /design/flow/design.v
export SDC_FILE = /design/flow/constraint.sdc
export NUM_CORES = 4
export LEC_CHECK = 1
export CORE_AREA = 10 10 70 70
export DIE_AREA = 0 0 80 80
export SYNTH_HDL_FRONTEND = slang
```
`constraint.sdc`:
```
current_design onehot_encoding

set clk_period 1.2
set clk_io_pct 0.2

create_clock -name clk0 -period $clk_period [get_ports {clk}]

set non_clock_inputs [all_inputs -no_clocks]
set_input_delay [expr $clk_period * $clk_io_pct] -clock clk0 $non_clock_inputs
set_output_delay [expr $clk_period * $clk_io_pct] -clock clk0 [all_outputs]
```
`design.v`:
```
`timescale 1ns / 1ps
module onehot_encoding(
	input in, clk, reset,
	output reg mealy_out
);
	parameter [3:0]MEALY_IDLE=0,
	MEALY_A=1,
	MEALY_B=2,
	MEALY_C=3;
	reg [3:0]mealy_ps,mealy_ns;
	always @(posedge clk or negedge reset)
		if(!reset) begin
			mealy_ps <= 4'b0;
			mealy_ps[MEALY_IDLE] <= 1'b1;
			end
		else
			mealy_ps <= mealy_ns;	
	always @(mealy_ps,in)
		begin
		mealy_ns = 4'b0;    
		mealy_out = 1'b0;                                            
		case (1'b1)			
			mealy_ps[MEALY_IDLE]: if(in)
			                      mealy_ns[MEALY_A] = 1'b1;
					      else
					      mealy_ns = mealy_ps;
			mealy_ps[MEALY_A]:    if(in)
			                      mealy_ns[MEALY_B] = 1'b1;
			                      else
			                      mealy_ns[MEALY_IDLE] = 1'b1;
			mealy_ps[MEALY_B]:    if(~in)
			                      mealy_ns[MEALY_C] = 1'b1;
                                              else
			                      mealy_ns = mealy_ps;
			mealy_ps[MEALY_C]:    if(in) 
			                      begin
			                      mealy_ns[MEALY_A] = 1'b1;
			                      mealy_out = 1'b1;
			                      end
			                      else
			                      mealy_ns[MEALY_IDLE] = 1'b1;
		endcase
		end
endmodule
```
==> changes_impl.md <==
### Implementation results

- H-tree lvl count: 1
- Synth flops: 4
- Placed Area: 322 µm²
- Pwr per Cell Area: 1580 nW/µm²
- Tot Pwr: 590 µW
- Fillcell total: 402
- Pre-CTS WS: -0.478 ns
- Chip width: 80 µm
- GRT Overall Usage: 0.0167
- Seq share, synth: 0.516
- Crit share post-route: 1.14
- Fin. Hold Viols: 0
- Worst-margin pin slew: 0.230 ns
- RSZ-0062 raised after global routing: yes
- Commonest Layout Cell: buf_4
- Area of the core: 3420 µm²
- DRT Wirelength: 495 µm
- Clk buf depth: 2
- Final Critical Period: 1.36 ns
- Rel. slew slack: 0.845
- Top cells by area: dfrtp_1 (38%), dfstp_2 (13%), o41ai_2 (8.3%)
- Starting DRT DRC Count: 3
- Die Ht: 80 µm
- Tool warnings: 27
- Max-slew violation count: 0
- GRT met3 Usage: 0.0125
- N_diodes: 0
- Init Core Util: 0.0575
- Grt ovf: 0
- Fmax achieved: 733 MHz
- WP data required: 0.96 ns
- Hold Path Class: in2async
- Gr busiest metal: met1
- Final Instance Area: 374 µm²
- Initial antenna violation count: 0
- Met1 Usage GRT: 0.0227
- GP Congestion: 0.747
- Wire per inst: 6.43 µm
- Die ar.: 6400 µm²
- Share of layout cells above drive strength 1: 0.484
- First-pass GRT wire length: 834 µm
- Utilization after layout: 0.110
- Worst path arrival time: 1.12 ns
- Chip Area, Yosys: 196 µm²
- Most flops, register: mealy_ps
- LEAKAGE: 0.000152 µW
- Area leader, netlist: dfrtp_1
- Area fraction of the dominant cell type after synthesis: 0.382
- Mean post-synth cell area: 11.6 µm²
- Clk_skew: 0.00564 ns
- Detail Placement HPWL: 366 µm
- Pre-antenna DRT Iters: 3
- Area grow syn2layout: 90.4%
- Cell Rows: 21
- Mapped Area: 196 µm²
- MaxCap Viol Count: 0
- Setup CP Type: reg2out
- Worst-skew pair later-pin latency: 0.24 ns
- Vias: 177
- Number of global-route vias before repair: 209
- Yosys cell types: 15
- Largest net degree at the start of global routing: 7
- Routed Antenna Nets: 0
- Clk pin slew, worst setup/hold paths: 0.04 ns
- Flop-to-flop setup slack: 0.21 ns
- # DRC: 0
- # Cells Yosys: 17
- Top Layout Cells: buf_4 (7), clkbuf_4 (3), dfrtp_1 (3)
- Worst setup margin: -0.164 ns
- VDD IR max: 0.477 mV
- Worst-path fanout max: 2
- Via-per-instance ratio: 2.30
- Largest registers: mealy_ps (4)
- Synth Instances: 17
- I/O pin cnt: 4
- Hold Worst Slack: 0.207 ns
- Crit path capture type: output port
- # port buffers: 3
- Synth warn: 0
- M2 GR Usage: 0.0177
- Cts hold-fix bufs: 0
- CTS Buf Count: 3
- Max FFs per register: 4
- CTS sink count: 4
- Final-report setup violation count: 1
- CP Launch Type: flip-flop
- CTS Root Cell: clkbuf_4
- CTS tree: yes
- Outcome: complete, but fails checks
- Failing checks: setup timing
-- cell usage after synthesis --
library cell / number
dfrtp_1: 3
a21oi_1: 1
dfstp_2: 1
inv_1: 1
nand2_1: 1
nand2b_1: 1
nand3b_1: 1
nor2_1: 1
nor2b_1: 1
nor3b_1: 1
nor4b_2: 1
o21ai_1: 1
o22a_1: 1
o22ai_1: 1
o41ai_2: 1
-- critical path, stage by stage (launching register included) --
cell and delay (ns):
dfrtp_1 0.37, nand2b_4 0.16, nor4b_4 0.24, buf_2 0.13
-- worst paths after layout --
kind                        startpoint  depth (start not counted)     endpoint
setup / recovery           mealy_ps[2]                          3    mealy_out
hold / removal                   reset                          1  mealy_ps[1]
max in group asynchronous        reset                          1  mealy_ps[0]
setup reg to reg           mealy_ps[1]                          3  mealy_ps[1]
hold reg to reg            mealy_ps[1]                          2  mealy_ps[3]
min in group clk0          mealy_ps[1]                          2  mealy_ps[3]
-- cell type report --
type                       instances  area, µm²  share of cell area
tap                               46       57.6               0.154
multi-input combinational         12        108               0.288
clock buffer                       4       26.3              0.0702
timing repair buffer              10       77.6               0.207
sequential                         4        101               0.271
inverter                           1       3.75              0.0100
-- per-layer routing --
layer,vias up,part of all wire,wire (µm)
met5,-,0,0
met4,0,0,0
met3,0,0.073,36
met2,4,0.40,196
met1,82,0.53,263
li1,91,-,-
-- repair_timing --
| action | CTS | global route |
|---|---|---|
| buffers inserted | 1 | 1 |
| gates resized | 5 | 0 |
| endpoints found under the setup margin | 1 | 1 |
| pin swaps | 1 | 1 |
-- logic make-up after synthesis --
kind of cell | count (synthesis) | share of synthesized area
buffers and inverters | 1 | 0.0191
AND/OR/NAND/NOR | 7 | 0.255
flip-flops | 4 | 0.516
AND-OR/OR-AND | 5 | 0.210
-- stage by stage --
step	instances	setup TNS [ns]
final	77	-0.164
after global routing	77	-0.223
after CTS	76	-0.201
after detailed placement	71	-0.549
after global placement	71	-0.531
after floorplan	17	0
-- report_power, final --
group | total (µW) | internal, µW | leakage, µW | switching, µW
logic | 196 | 110 | 0.0000850 | 86.6
clock network | 181 | 125 | 0.0000150 | 55.8
registers | 213 | 179 | 0.0000520 | 33.9
Power is estimated from default activity; no workload was simulated.
